==> flow/design.v <==
module Dec7s(a,q);
input [3:0] a;
output [7:0] q;
reg [7:0] q;
always @(a)
	begin 
	case(a)
		0:q=8'b11000000; 1:q=8'b11111001;
		2:q=8'b10100100; 3:q=8'b10110000;
		4:q=8'b10011001; 5:q=8'b10010010;
		6:q=8'b10000010; 7:q=8'b11111000;
		8:q=8'b10000000; 9:q=8'b10010000;
		10:q=8'b10001000; 11:q=8'b01111100;
		12:q=8'b00111001; 13:q=8'b01011110;
		14:q=8'b01111001; 15:q=8'b01110001;
	endcase
   end
endmodule 
==> flow/run.sh <==
#!/bin/bash
# OpenROAD 26Q1-2900-gdf79404cd8, Yosys 0.63+post, stock flow scripts
make -C /OpenROAD-flow-scripts/flow DESIGN_CONFIG=/design/flow/config.mk WORK_HOME=/design/flow/orfs finish
==> flow/config.mk <==
export PLATFORM = sky130hd
export DESIGN_NAME = Dec7s
export DESIGN_NICKNAME = Dec7s
export VERILOG_FILES = /design/flow/design.v
export SDC_FILE = /design/flow/constraint.sdc
export NUM_CORES = 4
export LEC_CHECK = 1
export CORE_AREA = 10 10 70 70
export DIE_AREA = 0 0 80 80
export SYNTH_HDL_FRONTEND = slang
==> flow/constraint.sdc <==
current_design Dec7s

set clk_period 1.0
set clk_io_pct 0.2

create_clock -name clk0 -period $clk_period

set non_clock_inputs [all_inputs -no_clocks]
set_input_delay [expr $clk_period * $clk_io_pct] -clock clk0 $non_clock_inputs
set_output_delay [expr $clk_period * $clk_io_pct] -clock clk0 [all_outputs]
==> Slide: Implementation Results <==
Key Metrics from the Run

Outcome
  • Outcome: finished, violations left
  • Failing checks: setup timing

Run
  • OpenROAD warnings: 40
  • Total of max-cap violations: 0

Global route
  • Largest net degree at the start of global routing: 8
  • Total gr overflow: 0
  • All-Layer GR Usage: 2.70%
  • Global-route wire length before repair: 1490 um
  • Initial antenna violation count: 0
  • Vias in the first global route: 340

Die
  • Rows: 21
  • # IOs: 12
  • Effective utilization at floorplan: 7.55%
  • DIE HEIGHT: 80 um
  • Die width: 80 um
  • Die area: 6400 um^2
  • Core ar.: 3420 um^2

STA
  • Final setup TNS: -1840 ps
  • Final tally of max-slew violations: 0
  • Final period util: 137%
  • Setup WS post-layout: -369 ps
  • Hold Fails Final Rpt: 0
  • Unrepaired setup endpoints after global routing: yes
  • # setup viols final: 8
  • Worst-margin pin slew: 188 ps
  • FMAX: 730 MHz
  • Minimum clock period: 1370 ps
  • Relative slew slack: 87.4%

Drt
  • Antenna Nets Post-Route: 0
  • WL final: 951 um
  • DR DRC count: 0
  • Wire length per cell: 8.89 um
  • Number of antenna diodes: 0
  • First-pass DRT Iterations: 3
  • DR vias/cell: 3.07
  • Number of DRC markers in iteration 0: 2
  • Routed via count: 329

Cells and area
  • Layout clock buffer count: 0
  • Share of cells above drive strength 1: 77.0%
  • Final Core Density: 19.6%
  • Flop count: 0
  • P&R area growth vs syn: 160%
  • FF/Latch Area: 0 um^2

Logic synthesis
  • Top cell area share: 29.1%
  • Yosys warns: 0
  • Syn Area/Cell: 7.36 um^2
  • Yosys stat area: 258 um^2
  • Post-synth cell types: 18
  • Synth area leader: ha_1
  • Top cells by area: ha_1 29%, mux4_2 8.7%, o21ai_0 7.8%
  • Top cells by count: 6 x ha_1, 5 x inv_1, 4 x o21ai_0, 3 x a21oi_1, 3 x nor2_1
  • Top-count cell post-synth: ha_1
  • Post-Syn Instances: 35
  • # Cells Yosys: 35
  • Seq share, synth: 0%
  • Cell Area, Synth: 258 um^2

Pwr
  • P_leak: 0.289 nW
  • Pwr dens: 383 nW/um^2
  • Total power: 0.000256 W
  • Max VDD drop: 0.194 mV

Worst hold path
  • Worst hold stages: 3
  • HP Class: input port to output port

Setup path
  • Crit path capture: q[3]
  • Crit Path Class: input port to output port
  • Crit path launch type: input port
  • WP data required: 800 ps
  • CP max FO: 4
  • Setup crit end kind: output port
  • Arrival @ worst endpoint: 1170 ps
  • Setup crit start: a[0]

Place
  • DP Worst Slack: -1250 ps
  • Port bufs: 12
  • Final Wtd Congestion: 0.738
  • DPL Wire Length: 693 um

Clock tree
  • Hold-fix buffers at CTS: 0
[worst min path at each step]
stage	endpoint	slack, ps	from
after CTS	q[1]	850	a[3]
final	q[3]	770	a[3]
after global routing	q[3]	790	a[3]
[cells in the final DEF (no fill, tap or decap), types with 2 or more instances in the layout]
cell type and instances:
buf_4 9, o21ai_1 3, buf_2 7, nor2_2 2, buf_12 2, a21oi_2 3, buf_6 7, ha_4 4
inv_1 2
[critical path, cell delays in order]
cell    delay (ps)
buf_12         100
inv_12          30
ha_4           250
inv_2           30
mux4_2         430
buf_2          130
[area by class of cell]
type	count	area [um^2]
tap	46	57.6
inverter	5	36.3
fill	382	2750
timing repair buffer	28	251
multi-input combinational	28	324
[stage by stage]
| stage | hold slack, ps | cells | cell area, um^2 |
|---|---|---|---|
| finish | 769 | 107 | 669 |
| global route | 788 | 107 | 669 |
| CTS | 845 | 107 | 598 |
| detailed placement | 1470 | 101 | 522 |
| global placement | 1460 | 101 | 522 |
| floorplan | 481 | 35 | 288 |
[what timing repair did]
| action | CTS | global route |
|---|---|---|
| gates resized | 56 | 25 |
| endpoints found under the setup margin | 8 | 8 |
| pin swaps | 10 | 9 |
| setup buffers | 6 | 1 |
[logic make-up (layout without fill, tap and decap cells)]
logic type / count (synthesis) / count (layout) / share of synthesized area (%)
fa+ha+maj: 6 / 6 / 29.1
simple gates: 9 / 9 / 18.0
compound gates: 10 / 10 / 22.3
xor+xnor: 1 / 1 / 3.40
mux: 2 / 2 / 12.6
buf+inv: 7 / 33 / 14.6
[per-layer routing]
metal	track usage, %	wire [um]	up-vias
li1	-	-	172
met5	0	0	-
met2	5.22	527	3
met1	3.31	406	154
met3	0.227	17	0
met4	0	0	0
[where the power goes]
part / internal (W) / switching (W)
Combinational: 0.000152 / 0.000104
Sequential: 0 / 0
Clock: 0 / 0
Total: 0.000152 / 0.000104
Power is estimated from default activity; no workload was simulated.
