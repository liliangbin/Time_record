==> ./config.mk <==
export PLATFORM = sky130hd
export DESIGN_NAME = fp
export DESIGN_NICKNAME = fp
export VERILOG_FILES = /design/flow/design.v
export SDC_FILE = /design/flow/constraint.sdc
export NUM_CORES = 4
export LEC_CHECK = 1
export CORE_AREA = 10 10 103 103
export DIE_AREA = 0 0 113 113
export SYNTH_HDL_FRONTEND = slang
==> ./constraint.sdc <==
current_design fp

set clk_period 3.9
set clk_io_pct 0.2

create_clock -name clk0 -period $clk_period [get_ports {clkin}]

set non_clock_inputs [all_inputs -no_clocks]
set_input_delay [expr $clk_period * $clk_io_pct] -clock clk0 $non_clock_inputs
set_output_delay [expr $clk_period * $clk_io_pct] -clock clk0 [all_outputs]
==> ./design.v <==
module fp(clkin,clkout);
input clkin;
output  clkout;
reg clkout;
reg[30:0] count;
parameter N = 50000000;
always @(posedge clkin)
	begin 
	 count <= count +1;
	 if(count==N/5 -1)
		begin 
			count<= 0;
			clkout <= ~clkout;
		end
	 end
endmodule
==> ./run.sh <==
#!/bin/bash
# OpenROAD 26Q1-2900-gdf79404cd8, Yosys 0.63+post, stock flow scripts
make -C /OpenROAD-flow-scripts/flow DESIGN_CONFIG=/design/flow/config.mk WORK_HOME=/design/flow/orfs finish
==> notes.md <==
Reports from this run.

- The data arrival time at the worst-slack endpoint is 2320 ps.
- Per the synthesis report, the AND-OR/OR-AND share of the synthesized area is 5.049%.
- For this run, the final setup violation count is recorded as 0.
- The total area of sequential cells reads 650.6 µm².
- The count of nets left with antenna violations after detail routing reads 0.
- The placeable core region reads 8299 µm².
- The count of distinct cell types in the synthesized netlist reads 33.
- After its last routability iteration, the placer logged a weighted congestion of 0.8994.
- The share of post-route cells with drive strength above 1 reads 8.750%.
- In this build the clock could be raised as far as 0.4669 GHz.
- Setup repair after global routing left no endpoint under its margin.
- For the pin with the worst max-slew slack, the measured transition is 469.2 ps.
- The final setup TNS is 0 ps.
- The async set-or-reset flop fraction in the synthesized netlist reads 0%.
- The share of synthesized cell area in and, or, nand and nor gates is 32.33%.
- The via count of the routed design reads 1128.
- The TritonCTS sink count reads 32.
- By area the synthesized netlist is led by dfxtp_1 (44%), xnor2_1 (6.8%), xor2_1 (6.8%), nand3_1 (5.0%), nor4_1 (4.0%).
- The worst hold slack reads 460.0 ps.
- Entering global routing, the biggest net connects 12 pins.
- The count of instantiated cells in the yosys netlist reads 152.
- The maximum fanout count along the critical path is 9.
- Sorting the Yosys area breakdown by cell type puts at the top dfxtp_1.
- The final number of hold-violating endpoints is 0.
- The category of cells accounting for the largest share of critical-path delay is simple AND/OR/NAND/NOR gates.
- The sequential fraction of the synthesis area reads 46.06%.
- The via count normalized by instance count reads 4.257.
- OpenROAD emitted warnings numbering 25.
- The initialized floorplan defines 33 standard-cell rows.
- After detailed routing, the average wire length per cell comes to 10.72 µm.
- The launching element type of the critical path reads a flop.
- The count of synthesis-stage warnings from yosys is 0.
- The total count of max-transition violations in the final report is 0.
- Looking at the setup timing report, the critical path kind is flop to flop.
- Once the clock tree was built, the resizer swapped 0 gates to a different size.
- The leakage dissipation is 0.5964 nW.
- Per the synthesis report, the adder-cell share of the synthesized area is 0.8857%.
- The dominant non-sequential cell family after synthesis is simple AND/OR/NAND/NOR gates.
- The CTS report gives the tree buffer count as 5.
- The final instance count without filler cells reads 265.
- The chip area reads 12770 µm².
- The level count of the clock H-tree reads 2.
- The worst-case vdd ir drop is 0.0001495 V.
- The share of total power consumed by net switching is 17.68%.
- The clock-pin slew on the worst setup and hold paths is 70 ps.
- The internal power consumption reads 553.4 µW.
- The source-to-sink clock delay at the later pin of the worst-skew pair is 280 ps.
- The register bit count reported by yosys is 32.
- The area growth from synthesis to final layout reads 18.87%.
- Across all checked pins, the minimum headroom to the slew limit is 68.60%.
- The run reported a max-capacitance violation count of 0.
- The share of the synthesized area in the top cell type reads 43.93%.
- Overall routing resource usage recorded by global route was 4.316%.
- The longest incremental delay of any stage on the critical path is reported as 680 ps.
- The synthesized area reads 1413 µm².
- The final critical-path required period reads 2142 ps.
- The post-synthesis mux area share reads 0%.
- The fraction of the cycle the final worst path needs reads 54.92%.
- The relative contribution of sequential cells to total power reads 48.8%.
- The via count of the first global-routing pass reads 1017.
- Clock skew on the completed layout was measured at 6.063 ps.
- The starting utilization of the core area is 17.02%.
- The run finished with clean final reports.
- The average instance area after synthesis is 9.293 µm².
- The number of hold buffers added after CTS was 0.
- The share of total power dissipated in combinational logic is 0%.
- The number of search-and-repair iterations in the first detailed-routing pass is 4.
- The most used flip-flop cell after synthesis is dfxtp_1.
- The total power draw is 672.3 µW.
- Before CTS, the worst setup slack after placement is 1777 ps.
- The width of the chip is 113 µm.
- TritonCTS built the clock tree.
- The number of enable-type register cells in the synthesized netlist is 1.
- The type of element capturing the critical path is a flop.
- The number of buffers added for setup after CTS reads 0.
- The worst hold path belongs to the class flop to flop.
- Together, buffers and inverters on the worst path number 0.
- The vertical extent of the die is 113 µm.
- The critical path goes through nand4_1, or4_1, or4_4, xnor2_2.
- The area figure in the yosys stat output is 1413 µm².
- The number of instances in the synthesized netlist is 152.
- The root cell of the clock tree is clkbuf_8.
- The final antenna diode tally reported by the flow is 0.
- The clock power share is 51.2%.
- The number of input and output port buffers inserted is 1.
- The floorplan report gives the top-level pin count as 2.
- The number of remaining DRC errors is 0.
- The clock passes through at most 2 buffers.
- The HPWL reported at the end of detailed placement is 2008 µm.
- For the worst setup path, the data required time is 4080 ps.
- The worst-case setup margin in the final layout is 1758 ps.
- The initial antenna violation count is 0.
- The script extracted a net switching power of 118.9 µW.
- The first global-routing pass estimated 4809 µm of wire.
- Summing the areas of all xor and xnor instances in the mapped netlist gives 14.79% of the synthesized area.
- The number of DRC markers in iteration 0 reads 65.
- The critical path's slowest cell reads or4_1.
- The remaining global-route overflow reads 0.
- The filler cell count in the final layout reads 886.
- For this block, the routed nets add up to 2841 µm of wire.
- The power density over cell area reads 400.4 nW/µm².
- The number of placed instances with taps included reads 257.
- The logic area reads 749.5 µm².
==> sequential cells by signal, indices dropped and copies added (netlist names) <==
name / cells
count: 31
clkout: 1
==> cell type report <==
type,count,area share [%]
repair buffers,2,1.043
clock inverters,1,1.788
well taps,105,7.824
inverters,1,0.2235
flip-flops and latches,32,38.75
clock buffers,7,5.738
multi-input cells,117,44.63
==> layout by cell type (no fill, tap or decap), types with 2 or more instances in the layout <==
master / Yosys / routed
nor2_1: 10 / 10
and3_1: 2 / 2
o21ai_0: 4 / 4
a31oi_1: 2 / 2
xnor2_1: 11 / 11
nand3_1: 14 / 14
nand2_1: 12 / 12
or4_1: 3 / 3
nand4_1: 8 / 8
nor4b_1: 2 / 2
nor4_1: 9 / 9
and4_1: 4 / 4
xor2_1: 11 / 11
nor3_1: 5 / 5
or3_1: 3 / 3
a21oi_1: 5 / 5
dfxtp_1: 31 / 31
clkbuf_8: 0 / 7
==> cell families after synthesis <==
| family | count (synthesis) |
|---|---|
| adder cells (fa/ha/maj) | 1 |
| AND-OR/OR-AND | 13 |
| XOR/XNOR | 23 |
| buffers and inverters | 3 |
| flip-flops | 32 |
| AND/OR/NAND/NOR | 80 |
==> path summary, 6_finish.rpt <==
path	startpoint	endpoint	slack [ps]	cells past startpoint
min reg2reg	count[30]$_SDFF_PN0_	count[30]$_SDFF_PN0_	460	1
max	count[7]$_SDFF_PN0_	count[27]$_SDFF_PN0_	1760	4
min	count[30]$_SDFF_PN0_	count[30]$_SDFF_PN0_	460	1
max reg2reg	count[7]$_SDFF_PN0_	count[27]$_SDFF_PN0_	1760	4
==> cells in the mapped netlist (2+ instances only) <==
cell type  count
a21oi_1        5
nor4_1         9
nand2_1       12
nand3_1       14
nand4_1        8
or4_1          3
and4_1         4
xnor2_1       11
a31oi_1        2
dfxtp_1       31
nor4b_1        2
and3_1         2
or3_1          3
o21ai_0        4
nor3_1         5
nor2_1        10
xor2_1        11
==> power by group through the flow <==
stage     Clock (mW)  Sequential, mW  Combinational, mW
4_1_cts        0.351           0.328        0.000000271
5_1_grt        0.365           0.328        0.000000271
6_report       0.344           0.328        0.000000271
==> routing by layer <==
metal / wire length, µm / global-route usage (%)
met2: 1206 / 6.452
met1: 1444 / 6.014
met4: 57 / 0.9306
met5: 0 / 0
met3: 133 / 1.282
==> per-stage QoR <==
step	cell area (µm²)	util, %
after global placement	1553	18.71
after floorplan	1413	-
after CTS	1679	20.23
final	1679	20.23
after detailed placement	1553	18.71
after global routing	1679	20.23
No activity file was given, so power comes from the tool's default toggle rates.
